$ cat flow/design.v
`timescale 1ns/1ps
module ALU(ALUControl, a, b, zero, less, greater, w);
    parameter N = 16;
    input [2:0] ALUControl;
    input signed [N-1:0] a, b;
    output zero, less, greater;
    output reg signed [N-1:0] w;
    always @(*) begin
        case (ALUControl)
            3'b000   :  w = a + b;
            3'b001   :  w = a - b;
            3'b010   :  w = a & b;
            3'b011    :  w = a | b;
            3'b101   :  w = $signed(a) < $signed(b) ? 16'd1 : 16'd0;
            3'b100   :  w = a ^ b;
            3'b110   :  w = $signed(a) >= $signed(b) ? 16'd1 : 16'd0;
            default:  w = {N{1'b0}};
        endcase
    end
    assign zero = (~|w);
    assign less = (|w);
    assign greater = |w;
endmodule
`timescale 1ns/1ps
module ALU_Controller(func3, Branch_funct, ALUOp, ALUControl);
    input [2:0] func3;
    input [1:0] Branch_funct;
    input [1:0] ALUOp;  
    output reg [2:0] ALUControl;
    always @(*)begin
        case (ALUOp)
            2'b00   : ALUControl = 3'b000;
            2'b01   : ALUControl = 
                        (Branch_funct == 2'b00) ? 3'b001:
                        (Branch_funct == 2'b01) ? 3'b001:
                        (Branch_funct == 2'b10) ? 3'b101: 
                        (Branch_funct == 2'b11) ? 3'b110: 2'b00;
            2'b10   : ALUControl = 
                        (func3 == 3'b000) ? 3'b000:
                        (func3 == 3'b001)  ? 3'b001:
                        (func3 == 3'b111) ? 3'b010:
                        (func3 == 3'b110) ? 3'b011:
                        (func3 == 3'b010) ? 3'b101 : 3'bzzz;
            2'b11   : ALUControl = 3'b000;
            default: ALUControl = 3'b000;
        endcase
    end
endmodule
`timescale 1ns/1ps
module BranchController(Branch_funct, branch, less, greater, zero, w);
    input branch, zero, less, greater;
    input [1:0] Branch_funct;
    parameter [1:0] BEQ = 2'b00, BNE = 2'b01, BLT = 2'b10,
                    BGE = 2'b11;
    output reg w;
    always@(*) begin
        case (Branch_funct)
            BEQ   : w = branch && zero;
            BNE   : w = branch && ~zero;
            BLT   : w = branch && less;
            BGE   : w = branch && greater;
        endcase
    end
endmodule
`timescale 1ns/1ps
module RISC_V_Datapath(clk, rst, PCWrite, adrSrc, memWrite,
                    IRWrite, resultSrc, ALUControl,
                    ALUSrcA, ALUSrcB, immSrc, regWrite,
                    op, func3, Branch_funct, zero, less, greater, funct7,
                    User_in, User_read);
    input clk, rst, PCWrite, adrSrc, memWrite, IRWrite, regWrite;
    input [1:0] resultSrc, ALUSrcA, ALUSrcB;
    input [2:0] ALUControl;
    input [2:0] immSrc;
    input [5:0] User_in;
    output[15:0] User_read;
    output [2:0] op;
    output [2:0] func3;
    output [1:0] Branch_funct;
    output  zero, less, greater, funct7;
    wire [15:0] Adr, PC, ReadData, OldPC;
    wire [15:0] ImmExt, instr, Data;
    wire [15:0] RD1, RD2, A, B, SrcA, SrcB;
    wire [15:0] ALUResult, ALUOut, Result;
    CRegister  PCR  (.in(Result),    .en(PCWrite), .rst(rst), .clk(clk), .out(PC));
    CRegister OldPCR(.in(PC),        .en(IRWrite), .rst(rst), .clk(clk), .out(OldPC));
    CRegister  IR   (.in(ReadData),  .en(IRWrite), .rst(rst), .clk(clk), .out(instr));
    CRegister MDR   (.in(ReadData),  .en(1'b1),    .rst(rst), .clk(clk), .out(Data));
    CRegister AR    (.in(RD1),       .en(1'b1),    .rst(rst), .clk(clk), .out(A));
    CRegister BR    (.in(RD2),       .en(1'b1),    .rst(rst), .clk(clk), .out(B));
    CRegister ALUR  (.in(ALUResult), .en(1'b1),    .rst(rst), .clk(clk), .out(ALUOut));
    Mux2to1 AdrMux(.slc(adrSrc),    .a(PC),     .b(Result), .w(Adr));
    Mux4to1 AMux     (.slc(ALUSrcA),   .a(PC),     .b(OldPC),  .c(A),         .d(16'd0),  .w(SrcA));
    Mux4to1 BMux     (.slc(ALUSrcB),   .a(B),      .b(ImmExt), .c(16'd2),     .d(16'd0),  .w(SrcB));
    Mux4to1 ResultMux(.slc(resultSrc), .a(ALUOut), .b(Data),   .c(ALUResult), .d(ImmExt), .w(Result));
    ImmExtension Extend(
        .immSrc(immSrc), .data({instr[15], instr[11:0]}), .w(ImmExt)
    );
    ALU ALU_Instance(
        .ALUControl(ALUControl), .a(SrcA), .b(SrcB), 
        .zero(zero), .less(less), .greater(greater), .w(ALUResult)
    );
    Memory DM(
        .memAdr(Adr[5:0]), .writeData(B), .clk(clk), 
        .memWrite(memWrite), .readData(ReadData),
        .User_in_check(User_in), .User_readData(User_read)
    );
    RegisterFile RF(
        .clk(clk), 
        .regWrite(regWrite),
        .writeData(Result), 
        .readData1(RD1), .readData2(RD2),
        .readRegister1(instr[5:3]), 
        .readRegister2(instr[8:6]),
        .writeRegister(instr[11:9])
    );
    assign funct7 = instr[15]; 
    assign op = instr[14:12];
    assign func3 = instr[2:0];
    assign Branch_funct = instr[11:10];
endmodule
`timescale 1ns/1ps
module CRegister(in, en, rst, clk, out);
    parameter N = 16;
    input [N-1:0] in;
    input en, clk, rst;
    output reg [N-1:0] out;
    always @(posedge clk or posedge rst) begin
        if (rst)
            out <= {N{1'b0}};
        else if (en)
            out <= in;
    end
endmodule
`timescale 1ns/1ps
module ImmExtension(immSrc, data, w);
    input [2:0] immSrc;
    input [12:0] data;
    parameter [2:0] L_T = 3'b000, S_T = 3'b001,
                    B_T = 3'b010, J_T = 3'b011,
                    I_T = 3'b100;
    output reg [15:0] w;
    always @(immSrc, data) begin
        case (immSrc)
            L_T   : w <= {{9{data[12]}},data[12], data[8:6] , data[2:0]};
            S_T   : w <= {{19{data[12]}},data[12], data[5:0]};
            J_T   : w <= {{3{data[12]}},data[12], data[11:0]};
            B_T   : w <= {{11{data[12]}}, data[12], data[9], data[2:0]};
            I_T   : w <= {{9{data[12]}},data[12], data[8:6], data[2:0]};
            default: w <= 16'dx;
        endcase
    end
endmodule
`timescale 1ns/1ps
module Memory(clk , memWrite, memAdr, writeData, readData, User_in_check, User_readData);
  input clk,  memWrite;
  input [15:0] writeData; 
  input [5:0] memAdr;
  input [5:0] User_in_check;
  output [15:0] readData;
  output [15:0] User_readData;
  reg [15:0] memData[0:63];
  integer i;
  initial begin
    for(i = 1; i <= 63 ; i = i+2) begin
      memData[i] = i; 
      end
     memData[0] =  16'h52c6;  
     memData[2] = 16'h1408;  
     memData[4] = 16'h5641;  
     memData[6] = 16'h520a;  
     memData[8] = 16'h1808;   
     memData[10] = 16'h3914;  
     memData[12] = 16'h4004;   
     memData[14] = 16'h5420;  
     memData[16] = 16'hd7df;  
     memData[18] = 16'hB4c4;  
     memData[20] = 16'h0a10;  
     memData[22] = 16'h2c9c;  
     memData[24] = 16'h4000;  
     memData[26] = 16'd0;
     memData[28] = 16'd0;
     memData[30] = 16'd3;
     memData[32] = 16'd1;
     memData[34] = 16'd7;
     memData[36] = 16'd2;
     memData[38] = 16'd9;
     memData[40] = 16'd5;
     memData[42] = 16'd8;
     memData[44] = 16'd6;
     memData[46] = 16'd9;
     memData[48] = 16'd0;
  end
  always @(posedge clk)
    begin
          if (memWrite == 1 ) begin
              memData[memAdr] = writeData;   
	end          
    end
  assign readData = memData[memAdr];  
  assign User_readData = memData[User_in_check];
endmodule
`timescale 1ns/1ps
module MainController(clk, rst, op,
                      PCUpdate, adrSrc, memWrite, branch,
                      IRWrite, resultSrc, ALUOp, 
                      ALUSrcA, ALUSrcB, immSrc, regWrite, jump);
    input [2:0] op;
    input clk, rst;
    output reg [1:0]  resultSrc, ALUSrcA, ALUSrcB, ALUOp;
    output reg [2:0] immSrc;
    output reg adrSrc, regWrite, memWrite, PCUpdate, branch, IRWrite, jump;
    parameter [2:0] R_T = 3'b000, L_T = 3'b001,
                    S_T = 3'b010, B_T = 3'b011,
                    J_T = 3'b100, I_T = 3'b101;
    reg [11:0] pstate;
    reg [11:0] nstate;
    always @(*) begin
        case (pstate)
            12'b000000000001   : nstate = 12'b000000000010;
            12'b000000000010  : nstate =  (op == L_T)    ? 12'b000000000100     :
                                 (op == R_T)    ? 12'b000000010000     :
                                 (op == B_T)    ? 12'b000001000000     :                                   
                                 (op == J_T)    ? 12'b000000001000     :
                                 (op == S_T)    ? 12'b000010000000     : 
                                 (op == I_T)    ? 12'b100000000001     :12'b000000000001;   
            12'b100000000001 : nstate = 12'b000000100000;
            12'b000000000100 : nstate = 12'b001000000001;
            12'b000000010000 : nstate = 12'b000000100000;
            12'b000000100000: nstate = 12'b000000000001;
            12'b000001000000 : nstate = 12'b000000000001;
            12'b000000001000 : nstate = 12'b000000000001;
            12'b000010000000 : nstate = 12'b000100000000;
            12'b000100000000: nstate = 12'b000000000001;
            12'b001000000001: nstate = 12'b010000000001;
            12'b010000000001 : nstate = 12'b000000000001;
            default: nstate = 12'b000000000001;
        endcase
    end
    always @(pstate) begin
        {resultSrc, memWrite, ALUOp, ALUSrcA, ALUSrcB, immSrc, 
                regWrite, PCUpdate, branch, IRWrite, jump, adrSrc} = 18'b0;
        case (pstate)
            12'b000000000001 : begin
                IRWrite   = 1'b1;
                adrSrc    = 1'b0;
                ALUSrcA   = 2'b00;
                ALUSrcB   = 2'b10;
                ALUOp     = 2'b00;
                resultSrc = 2'b10;
                PCUpdate  = 1'b1;
            end
            12'b000000000010: begin
                ALUSrcA   = 2'b01;
                ALUSrcB   = 2'b01;
                ALUOp     = 2'b00;
                immSrc    = 3'b010;
            end
            12'b100000000001: begin 
                ALUSrcA   = 2'b10;
                ALUSrcB   = 2'b01;
                immSrc    = 3'b100;
                ALUOp     = 2'b11;
            end
            12'b000000000100: begin 
                ALUSrcA   = 2'b10;
                ALUSrcB   = 2'b01;
                immSrc    = 3'b000;
                ALUOp     = 2'b11;
            end
            12'b001000000001: begin
                resultSrc = 2'b00;
                adrSrc    = 1'b1;
            end
            12'b010000000001: begin
                resultSrc = 2'b01;
                regWrite  = 1'b1;
            end
            12'b000000010000: begin
                ALUSrcA   = 2'b10;
                ALUSrcB   = 2'b00;
                ALUOp     = 2'b10;
            end
            12'b000001000000: begin
                ALUSrcA   = 2'b10;
                ALUSrcB   = 2'b00;
                ALUOp     = 2'b01;
                resultSrc = 2'b00;
                branch    = 1'b1;
            end
            12'b000000001000: begin
                ALUSrcA   = 2'b01;
                ALUSrcB   = 2'b01;
                ALUOp     = 2'b00;
                resultSrc = 2'b10;
                immSrc    = 3'b011;
                jump      = 1'b1;
            end
            12'b000010000000: begin
                ALUSrcA   = 2'b10;
                ALUSrcB   = 2'b01;
                ALUOp     = 2'b00;
                immSrc    = 3'b001;
            end
            12'b000100000000: begin
                resultSrc = 2'b00;
                adrSrc    = 1'b1;
                memWrite  = 1'b1;
            end
            12'b000000100000: begin
                resultSrc = 2'b00;
                regWrite  = 1'b1;
            end
        endcase
    end
    always @(posedge clk or posedge rst) begin
        if (rst)
            pstate <= 12'b000000000001;
        else
            pstate <= nstate;
    end
endmodule
`timescale 1ns/1ps
module Mux2to1(slc, a, b, w);
    parameter N = 16;
    input slc;
    input [N-1:0] a, b;
    output [N-1:0] w;
    assign w = ~slc ? a : b;
endmodule
`timescale 1ns/1ps
module Mux4to1(slc, a, b, c, d, w);
    parameter N = 16;
    input [1:0] slc;
    input [N-1:0] a, b, c, d;
    output reg [N-1:0] w;
    always @(*) begin
        case (slc)
            2'b00  : w <= a;
            2'b01  : w <= b;
            2'b10  : w <= c;
            2'b11  : w <= d;
            default: w <= {N{1'bz}};
        endcase
    end
endmodule
`timescale 1ns/1ps
module RISC_V(clk, rst, User_in, User_read);
    input clk, rst;
    input [5:0] User_in;  
    wire [2:0] func3, ALUControl;
    wire[2:0] immSrc;
    assign clk_in1 = clk;
    assign reset = rst;
    output [15:0] User_read;  
    wire zero, less,greater, PCSrc, memWrite, 
         regWrite, ALUSrc, PCWrite, adrSrc, IRWrite, funct7;
    wire [1:0] resultSrc, ALUSrcA, ALUSrcB, Branch_funct;
    wire [2:0] op; 
    RISC_V_Controller CU(
        .clk(clk), .rst(rst), .op(op), 
        .func3(func3), .immSrc(immSrc), .zero(zero), 
        .less(less), .greater(greater), .PCWrite(PCWrite),
        .adrSrc(adrSrc), .memWrite(memWrite), 
        .IRWrite(IRWrite), .resultSrc(resultSrc), 
        .ALUControl(ALUControl), .ALUSrcA(ALUSrcA),
        .ALUSrcB(ALUSrcB), .regWrite(regWrite),
        .Branch_funct(Branch_funct)
    );
    RISC_V_Datapath DP(
        .clk(clk), .rst(rst), .less(less), .greater(greater),
        .PCWrite(PCWrite), .adrSrc(adrSrc),
        .memWrite(memWrite), .IRWrite(IRWrite), 
        .resultSrc(resultSrc), .immSrc(immSrc), 
        .ALUControl(ALUControl), .op(op),
        .ALUSrcA(ALUSrcA), .func3(func3),
        .ALUSrcB(ALUSrcB), .zero(zero),
        .regWrite(regWrite), .Branch_funct(Branch_funct), .funct7(funct7),
        .User_in(User_in), .User_read(User_read)
    );
endmodule
`timescale 1ns/1ps
module RISC_V_Controller(clk, rst, op, func3, Branch_funct, zero,less, greater,
                    PCWrite, adrSrc, memWrite,
                    IRWrite, resultSrc, ALUControl,
                    ALUSrcA, ALUSrcB, immSrc, regWrite);
    input [2:0] op;
    input [2:0] func3;
    input [1:0] Branch_funct;
    input clk, rst, zero, less, greater;
    output PCWrite, adrSrc, memWrite, IRWrite, regWrite;
    output [1:0] resultSrc, ALUSrcA, ALUSrcB;
    output [2:0] ALUControl;
    output [2:0] immSrc;
    wire PCUpdate, branch, Branch_out, jump;
    wire[1:0] ALUOp;
    MainController mainController(
        .clk(clk), .rst(rst), .op(op),
        .PCUpdate(PCUpdate),
        .adrSrc(adrSrc), .memWrite(memWrite),
        .branch(branch), .resultSrc(resultSrc),
        .ALUSrcA(ALUSrcA), .ALUSrcB(ALUSrcB),
        .immSrc(immSrc), .regWrite(regWrite),
        .IRWrite(IRWrite), .ALUOp(ALUOp), .jump(jump)
    );
    ALU_Controller ALUController(
        .func3(func3),  .ALUOp(ALUOp), .ALUControl(ALUControl), .Branch_funct(Branch_funct)
    );    
    BranchController Branch_Control(
                                    .Branch_funct(Branch_funct), .branch(branch), .less(less),
                                     .greater(greater), .zero(zero), .w(Branch_out)
                                    );
    assign PCWrite = (PCUpdate | Branch_out | jump); 
endmodule
`timescale 1ns/1ps
module RegisterFile(clk, regWrite,
                    readRegister1, readRegister2,
                    writeRegister, writeData,
                    readData1, readData2);
    parameter WordLen = 16;
    parameter WordCount = 16;
    input regWrite, clk;
    input [2:0] readRegister1, readRegister2, writeRegister;
    input [WordLen-1:0] writeData;
    output [WordLen-1:0] readData1, readData2;
    integer i;
    reg [WordLen-1:0] registerFile [0:(WordCount /2)-1];
    initial begin
        for(i = 1; i <= 7; i = i + 1) begin
            registerFile[i] = 16'd0;
            end
        registerFile[0] = 16'h0;  
         end
    always @(posedge clk) begin
        if (regWrite)
            registerFile[writeRegister] <= writeData;
    end
    assign readData1 = registerFile[readRegister1];
    assign readData2 = registerFile[readRegister2];
endmodule
$ cat flow/run.sh
#!/bin/bash
# OpenROAD 26Q1-2900-gdf79404cd8, Yosys 0.63+post, stock flow scripts
make -C /OpenROAD-flow-scripts/flow DESIGN_CONFIG=/design/flow/config.mk WORK_HOME=/design/flow/orfs finish
$ cat flow/config.mk
export PLATFORM = sky130hd
export DESIGN_NAME = RISC_V
export DESIGN_NICKNAME = RISC_V
export VERILOG_FILES = /design/flow/design.v
export SDC_FILE = /design/flow/constraint.sdc
export NUM_CORES = 4
export LEC_CHECK = 1
export CORE_UTILIZATION = 50
$ cat flow/constraint.sdc
current_design RISC_V

set clk_period 30.8
set clk_io_pct 0.2

create_clock -name clk0 -period $clk_period [get_ports {clk}]

set non_clock_inputs [all_inputs -no_clocks]
set_input_delay [expr $clk_period * $clk_io_pct] -clock clk0 $non_clock_inputs
set_output_delay [expr $clk_period * $clk_io_pct] -clock clk0 [all_outputs]
==> results.json <==
{
  "path_clk_slew_ps": 60,
  "synth.top_cell.area_share_pct": 56.1,
  "ir_worst_vdd_uv": 64.6,
  "openroad.warnings": 58,
  "drtIter0Drc": 3681,
  "cts_tree": "built",
  "fp_util_pct": 50.5,
  "logic_family": "multiplexers",
  "final_max_slew_viol_count": 0,
  "netlist_instances": 4160,
  "synth-compound-area-share_pct": 9.14,
  "drcViolationCount": 0,
  "setup_viol": 0,
  "cp_cell_sequence": "buf_8, buf_4, buf_4, buf_4, mux4_2, mux4_2, mux4_2, clkdlybuf4s50_1",
  "async_flop_share_pct": 9.72,
  "slew_headroom_pct": 17.2,
  "synth_warnings": 13,
  "worstHoldPathType": "reg -> reg",
  "cts_setup_buffers": 0,
  "r2r_slack_ps": 22200,
  "ys_sh_mux_pct": 18.1,
  "netlist_area_mm2": 0.0617,
  "crit_required_ps": 24640,
  "ys_sh_xor_pct": 0.170,
  "ant_nets": 0,
  "crit_path_start_kind": "primary input",
  "ios": 24,
  "synth-seq-area-share_pct": 61.1,
  "grt_overflow": 0,
  "ys_cells": 4160,
  "place_congestion": 1.02,
  "worstSetupPathType": "in -> out",
  "flop_cell": "edfxtp_1",
  "worstSetupEndpointType": "output port",
  "r2r_start": "CU.mainController.pstate[6]$_DFF_PP0_",
  "arrival_ps": 10680,
  "final_common_cell": "edfxtp_1",
  "finalSetupTns_ps": 0,
  "clock-sinks": 1276,
  "final_cell_mix": "edfxtp_1 (1152), nand2_1 (530), mux4_2 (412), buf_4 (233), a21oi_1 (171)",
  "status": "finished, final reports clean",
  "top_cells_by_area": "edfxtp_1 (56%), mux4_2 (15%), dfrtp_1 (5.0%), nand2_1 (3.2%), mux2_2 (1.4%)",
  "die_w_um": 353,
  "core_area_mm2": 0.122,
  "die_h_um": 353,
  "routedWlPerCell_um": 37.8,
  "holdBufCountCts": 0,
  "cts_made_buffers": 141,
  "rows": 128,
  "clock.fmax_ghz": 0.0594,
  "hold_viol": 0,
  "slowest_delay_ps": 710,
  "clock-root-buffer": "clkbuf_16",
  "place_hpwl_mm": 142,
  "dieArea_mm2": 0.125,
  "edf_count": 1152,
  "yosys_area_mm2": 0.0617,
  "drive_above_1_share_pct": 25.2,
  "critPathSlowestCell": "buf_4",
  "grt_pass1_wl_mm": 318,
  "crit_fanout": 37,
  "drt-total-wl_mm": 226,
  "port-buffer-count": 23,
  "grt_start_max_net_pins": 70,
  "cellLeakagePower_uw": 0.0189,
  "grt_usage_pct": 40.6,
  "grt_pass1_vias": 43249,
  "startpoint": "User_in[0]",
  "finClkSkew_ps": 35.2,
  "hold_path_startpoint": "CU.mainController.pstate[11]$_DFF_PP0_",
  "nFillCells": 9299,
  "insertion_delay_ps": 800,
  "clk_path_buf_depth": 3,
  "first_pass_iters": 6,
  "antenna_found_initial": 17,
  "vias": 41503,
  "finalCriticalPeriod_ps": 16840,
  "post-synth-top-area-cell": "edfxtp_1",
  "vias_per_cell": 6.93,
  "synth-simple-area-share_pct": 7.70,
  "drv_cap": 0,
  "cts-htree-levels": 4,
  "fin_util_pct": 56.8,
  "min_period_over_period_pct": 54.7,
  "numSynthFlops": 1276,
  "worst_pin_slew_ps": 1230,
  "avgSynthCellArea_um2": 14.8,
  "synth_cell_types": 102,
  "rsz0062_at_grt": "false",
  "ys_sh_adder_pct": 1.04,
  "cts_resized": 0,
  "p_per_area_mw_per_mm2": 52.1,
  "area_growth_pct": 12.4
}
[metrics by stage]
| step | setup WS [ps] | instance area [um^2] | hold WS [ps] | std cells | total power (uW) |
|---|---|---|---|---|---|
| finish | 13960 | 69300 | 417 | 5986 | 3610 |
| global route | 13590 | 69300 | 454 | 5977 | 3690 |
| CTS | 13920 | 69300 | 415 | 5973 | 3630 |
| detailed placement | 13920 | 64700 | 405 | 5714 | 1950 |
| global placement | 13960 | 64700 | 404 | 5714 | 1950 |
| floorplan | 15910 | 61700 | 382 | 4160 | 1930 |
[synthesized netlist by cell type (all sizes together) (18+ instances only)]
library cell / count
edfxtp: 1152
nand2: 530
mux4: 412
buf: 181
a21oi: 172
nor2: 170
nand3: 163
clkbuf: 147
dfrtp: 123
a221oi: 91
a22oi: 91
mux2: 89
mux2i: 87
o21ai: 83
nor3: 61
inv: 55
a211oi: 52
ha: 48
a31oi: 40
o211ai: 30
o22ai: 30
a22o: 29
and3: 21
o31ai: 18
or3: 18
[final cells by class]
cell class / instances / area, um^2 / share of cell area (%)
multi-input cells: 2500 / 22700 / 32.7
clock inverters: 88 / 886 / 1.28
clock buffers: 171 / 3760 / 5.42
diodes: 13 / 32.5 / 0.0469
inverters: 56 / 215 / 0.310
well taps: 1625 / 2030 / 2.93
repair buffers: 257 / 2020 / 2.91
flip-flops and latches: 1276 / 37700 / 54.4
[worst max-delay path: cells and delay by family]
family	cells	cell delay, ps
buffers and inverters	5	2670
muxes	3	1720
[flip-flops by register name (all words and copies together), names as in the netlist]
signal,cells
DP.DM.memData,1024
DP.RF.registerFile,128
DP.ALUR.out,16
DP.AR.out,16
DP.BR.out,16
DP.IR.out,16
DP.MDR.out,16
DP.OldPCR.out,16
DP.PCR.out,16
CU.mainController.pstate,12
[final timing paths]
kind / to / cells past startpoint
max: User_read[3] / 8
min: CU.mainController.pstate[10]$_DFF_PP0_ / 0
max reg2reg: DP.IR.out[5]$_DFFE_PP0P_ / 16
min reg2reg: CU.mainController.pstate[10]$_DFF_PP0_ / 0
max in group asynchronous: DP.BR.out[8]$_DFF_PP0_ / 3
min in group asynchronous: DP.IR.out[10]$_DFFE_PP0P_ / 2
[power by group]
part           internal, uW  leakage, uW  switching [uW]
Combinational          18.6      0.00882            30.1
Clock                   990      0.00225             709
Sequential             1860      0.00779               0
[kinds of logic (layout without fill, tap and decap cells)]
kind of cell    Yosys count  in the layout
flops                  1276           1276
simple gates           1067           1067
compound gates          783            783
mux                     588            588
buf+inv                 384            572
fa+ha+maj                50             50
xor+xnor                 12             12
other cells               0             13
[routing by layer]
metal  share of wire [%]  GRT usage, %
met1                  30          49.0
met2                  41          51.0
met3                  22          36.5
met4                 6.0          17.8
met5                0.57          9.21
No activity file was given, so power comes from the tool's default toggle rates.
